File: flow/config.mk
export PLATFORM = sky130hd
export DESIGN_NAME = randomG
export DESIGN_NICKNAME = randomG
export VERILOG_FILES = /design/flow/design.v
export SDC_FILE = /design/flow/constraint.sdc
export NUM_CORES = 4
export LEC_CHECK = 1
export CORE_AREA = 10 10 70 70
export DIE_AREA = 0 0 80 80
File: flow/run.sh
#!/bin/bash
# OpenROAD 26Q1-2900-gdf79404cd8, Yosys 0.63+post, stock flow scripts
make -C /OpenROAD-flow-scripts/flow DESIGN_CONFIG=/design/flow/config.mk WORK_HOME=/design/flow/orfs finish
File: flow/design.v
module randomG(
    input wire[13:0]semente,
    output wire[3:0]numero
);
    reg [3:0] uns;
    integer i; 
    always @ (semente) begin
    uns = 0;
    for (i = 0; i < 8; i = i + 1) begin
      uns = uns + semente[i];
    end
    end
  assign numero = uns;
endmodule
File: flow/constraint.sdc
current_design randomG

set clk_period 4.9
set clk_io_pct 0.2

create_clock -name clk0 -period $clk_period

set non_clock_inputs [all_inputs -no_clocks]
set_input_delay [expr $clk_period * $clk_io_pct] -clock clk0 $non_clock_inputs
set_output_delay [expr $clk_period * $clk_io_pct] -clock clk0 [all_outputs]
==> qor.rpt <==
CLOCK NETWORK
----------------------------------------------------------------------------------------
Post-cts hold-fix buffer tally                                                         0
Number of buffers added for setup after CTS                                            0

FLOORPLANNING
----------------------------------------------------------------------------------------
Floorplan row count                                                                   21
I/O pins                                                                              18
Die span in x                                                                 80 microns
Area of the placeable core                                                    3420 sq um
Core utilization at floorplan                                                      5.57%
Die Area                                                                      6400 sq um
Die span in y                                                                 80 microns

WORST SETUP PATH
----------------------------------------------------------------------------------------
Cell repeated most along the worst path                                     sky130_fd_sc_hd__fa_1
Required time of the worst setup path                                            3.92 ns
Kind of critical path                                                       input port to output port
Sequence of cells on the critical path                                      dlygate4sd2_1 > inv_1 > fa_1 > fa_1 > fa_1 > inv_1 > ha_2 > inv_2 > fa_1 > inv_1 > dlygate4sd2_1
Worst-path fanout max                                                                  2
Arrival time at the worst endpoint                                               3.77 ns
Crit path largest cell delay                                                     0.57 ns
Sort of element at the end of the critical path                              output port
Critical path startpoint category                                             input port
Critical Path Source                                                          semente[3]
Number of buffers and inverters on the critical path                                   6
CP max stage cell                                                           sky130_fd_sc_hd__fa_1
Largest delay contributor family on the critical path                        adder cells

TIMING
----------------------------------------------------------------------------------------
Count of pins over their slew limit                                                    0
RSZ-0062 raised after global routing                                                  no
Final count of hold timing violations                                                  0
Worst hold margin                                                                2.90 ns
Headroom to the max-slew limit                                                     91.7%
Accumulated negative setup slack                                                    0 ns
Peak Freq                                                                      0.211 GHz
Portion of the clock cycle consumed by the worst path in the final layout          96.9%
Final min period                                                                 4.75 ns
Endpoints failing setup                                                                0
Slew @ Worst Pin                                                                0.124 ns

GLOBAL ROUTE
----------------------------------------------------------------------------------------
Vias in the first global route                                                       169
Overall track demand over capacity in global routing                               1.30%
Wire length of the first global-routing pass                                 731 microns
Pin count of the biggest net entering global routing                                   3
Antenna violations before repair                                                       0
Residual overflow from global routing                                                  0

LOGIC SYNTHESIS
----------------------------------------------------------------------------------------
Leading cell types by count after synthesis                                 14 x sky130_fd_sc_hd__inv_1, 4 x sky130_fd_sc_hd__fa_1, 3 x sky130_fd_sc_hd__ha_1
Top cell type by instance count after synthesis                             sky130_fd_sc_hd__inv_1
Post-Synthesis Cell Area                                                       190 sq um
Synth Seq Share                                                                       0%
Yosys synthesis chip area                                                      190 sq um
Cell count after synthesis                                                            24
Yosys top cell area share                                                          42.1%
Yosys cell types                                                                       6
Synthesized area per cell                                                     7.92 sq um
# Cells Yosys                                                                         24
Top cells by area, synth                                                    sky130_fd_sc_hd__fa_1 42%, sky130_fd_sc_hd__inv_1 28%, sky130_fd_sc_hd__ha_1 20%
Library cell occupying the most area in the post-synthesis netlist          sky130_fd_sc_hd__fa_1
YS warnings                                                                            1

FLOW RUN
----------------------------------------------------------------------------------------
OpenROAD warnings                                                                     38
Reported max-cap violation count                                                       0

PLACE
----------------------------------------------------------------------------------------
Final Wtd Congestion                                                               0.765
Total of buffers placed on input and output ports                                     12

FINISH
----------------------------------------------------------------------------------------
Count of flip-flops and latches                                                        0
Share of final-layout standard cells stronger than drive strength 1                8.33%
Number of clock buffers in the layout                                                  0
Sequential Area                                                                  0 sq um
FILL cells                                                                           398
Synthesis-to-finish area growth                                                    89.5%

WORST HOLD PATH
----------------------------------------------------------------------------------------
Worst Hold Class                                                            input port to output port
Origin of the worst min-delay path                                            semente[0]

ROUTE
----------------------------------------------------------------------------------------
Number of remaining DRC errors                                                         0
Detail-routed via count per cell                                                    2.02
Post-DR wirelength/cell                                                     5.44 microns
DRT Wirelength                                                               446 microns
Detailed-router iteration count before antenna repair                                  1
Routed vias                                                                          166
1st-iter DRT viols                                                                     0
Antenna-violating nets left                                                            0
Inserted Diodes                                                                        0

OUTCOME
----------------------------------------------------------------------------------------
Result of the run                                                           finished, final reports clean

POWER
----------------------------------------------------------------------------------------
Power density relative to cell area                                          156 nW/um^2
Leak                                                                            0.179 nW
Peak VDD IR                                                                    0.0229 mV

## power by group
part	internal, W	switching [W]	leakage, nW
clock network	0	0	0
registers	0	0	0
logic	0.0000346	0.0000214	0.179
## tightest hold or removal path, stage by stage
cell                            delay, ns
sky130_fd_sc_hd__dlygate4sd2_1       0.23
sky130_fd_sc_hd__inv_1               0.06
sky130_fd_sc_hd__fa_1                0.16
sky130_fd_sc_hd__inv_1               0.04
sky130_fd_sc_hd__ha_1                0.21
sky130_fd_sc_hd__xnor2_1             0.14
sky130_fd_sc_hd__buf_2               0.10
## layer usage
metal	GRT usage [%]	routed length (microns)	vias up
li1	-	-	86
met1	1.54	167	72
met2	2.25	193	8
met3	0.568	86	0
met4	0	0	0
met5	0	0	-
## metrics by stage
| step | area, sq um | setup WS, ns | total power, W | utilization (%) | cells |
|---|---|---|---|---|---|
| 6_report | 360 | 0.154 | 0.0000561 | 10.5 | 82 |
| 5_1_grt | 360 | 0.00691 | 0.0000679 | 10.5 | 82 |
| 4_1_cts | 360 | 0.120 | 0.0000590 | 10.5 | 82 |
| 3_5_place_dp | 368 | -0.309 | 0.0000638 | 10.8 | 82 |
| 3_3_place_gp | 368 | -0.323 | 0.0000636 | 10.8 | 82 |
| 2_1_floorplan | 190 | 0.765 | 0.0000260 | - | 24 |
## placed cells by master (no fill, tap or decap), drive strengths merged
cell type      synthesis  layout
buf                    0       1
dlygate4sd2            0       4
fa                     4       4
a21oi                  1       1
ha                     3       3
inv                   14      14
xnor2                  1       1
nor2b                  1       1
clkdlybuf4s50          0       7
## worst paths after layout
| check | endpoint | slack, ns | cells after the start |
|---|---|---|---|
| max | numero[1] | 0.15 | 11 |
| min | numero[2] | 2.90 | 7 |
## repair_timing
item	4_1_cts	5_1_grt
hold endpoints to repair	0	0
setup endpoints to repair	2	0
resized	10	0
## logic make-up after synthesis
kind of cell               Yosys count  synth area share [%]
buffers and inverters               14                  27.6
adders and majority gates            7                  61.8
AOI/OAI and AO/OA                    1                  2.63
and+or+nand+nor                      1                  3.29
xor gates and xnor gates             1                  4.61
## cell type report
type | instances | area [sq um] | share of cell area (%)
inverters | 14 | 52.6 | 14.6
repair buffers | 12 | 110 | 30.6
multi-input cells | 10 | 140 | 38.9
well taps | 46 | 57.6 | 16.0
Power and IR drop assume default switching activity.
